<file path="/design/flow/config.mk">
export PLATFORM = sky130hd
export DESIGN_NAME = SubtractionAndSquare
export DESIGN_NICKNAME = SubtractionAndSquare
export VERILOG_FILES = /design/flow/design.v
export SDC_FILE = /design/flow/constraint.sdc
export NUM_CORES = 4
export LEC_CHECK = 1
export CORE_UTILIZATION = 40
</file>
<file path="/design/flow/constraint.sdc">
current_design SubtractionAndSquare

set clk_period 29.6
set clk_io_pct 0.2

create_clock -name clk0 -period $clk_period

set non_clock_inputs [all_inputs -no_clocks]
set_input_delay [expr $clk_period * $clk_io_pct] -clock clk0 $non_clock_inputs
set_output_delay [expr $clk_period * $clk_io_pct] -clock clk0 [all_outputs]
</file>
<file path="/design/flow/design.v">
module Adder32 (
    input [31:0] A,                 
    input [31:0] B,                 
    output [31:0] Sum               
);
    wire [31:0] carry;              
    FullAdder FA0  (.A(A[0]),  .B(B[0]),  .Cin(1'b0),       .Sum(Sum[0]),  .Cout(carry[0]));
    FullAdder FA1  (.A(A[1]),  .B(B[1]),  .Cin(carry[0]),   .Sum(Sum[1]),  .Cout(carry[1]));
    FullAdder FA2  (.A(A[2]),  .B(B[2]),  .Cin(carry[1]),   .Sum(Sum[2]),  .Cout(carry[2]));
    FullAdder FA3  (.A(A[3]),  .B(B[3]),  .Cin(carry[2]),   .Sum(Sum[3]),  .Cout(carry[3]));
    FullAdder FA4  (.A(A[4]),  .B(B[4]),  .Cin(carry[3]),   .Sum(Sum[4]),  .Cout(carry[4]));
    FullAdder FA5  (.A(A[5]),  .B(B[5]),  .Cin(carry[4]),   .Sum(Sum[5]),  .Cout(carry[5]));
    FullAdder FA6  (.A(A[6]),  .B(B[6]),  .Cin(carry[5]),   .Sum(Sum[6]),  .Cout(carry[6]));
    FullAdder FA7  (.A(A[7]),  .B(B[7]),  .Cin(carry[6]),   .Sum(Sum[7]),  .Cout(carry[7]));
    FullAdder FA8  (.A(A[8]),  .B(B[8]),  .Cin(carry[7]),   .Sum(Sum[8]),  .Cout(carry[8]));
    FullAdder FA9  (.A(A[9]),  .B(B[9]),  .Cin(carry[8]),   .Sum(Sum[9]),  .Cout(carry[9]));
    FullAdder FA10 (.A(A[10]), .B(B[10]), .Cin(carry[9]),   .Sum(Sum[10]), .Cout(carry[10]));
    FullAdder FA11 (.A(A[11]), .B(B[11]), .Cin(carry[10]),  .Sum(Sum[11]), .Cout(carry[11]));
    FullAdder FA12 (.A(A[12]), .B(B[12]), .Cin(carry[11]),  .Sum(Sum[12]), .Cout(carry[12]));
    FullAdder FA13 (.A(A[13]), .B(B[13]), .Cin(carry[12]),  .Sum(Sum[13]), .Cout(carry[13]));
    FullAdder FA14 (.A(A[14]), .B(B[14]), .Cin(carry[13]),  .Sum(Sum[14]), .Cout(carry[14]));
    FullAdder FA15 (.A(A[15]), .B(B[15]), .Cin(carry[14]),  .Sum(Sum[15]), .Cout(carry[15]));
    FullAdder FA16 (.A(A[16]), .B(B[16]), .Cin(carry[15]),  .Sum(Sum[16]), .Cout(carry[16]));
    FullAdder FA17 (.A(A[17]), .B(B[17]), .Cin(carry[16]),  .Sum(Sum[17]), .Cout(carry[17]));
    FullAdder FA18 (.A(A[18]), .B(B[18]), .Cin(carry[17]),  .Sum(Sum[18]), .Cout(carry[18]));
    FullAdder FA19 (.A(A[19]), .B(B[19]), .Cin(carry[18]),  .Sum(Sum[19]), .Cout(carry[19]));
    FullAdder FA20 (.A(A[20]), .B(B[20]), .Cin(carry[19]),  .Sum(Sum[20]), .Cout(carry[20]));
    FullAdder FA21 (.A(A[21]), .B(B[21]), .Cin(carry[20]),  .Sum(Sum[21]), .Cout(carry[21]));
    FullAdder FA22 (.A(A[22]), .B(B[22]), .Cin(carry[21]),  .Sum(Sum[22]), .Cout(carry[22]));
    FullAdder FA23 (.A(A[23]), .B(B[23]), .Cin(carry[22]),  .Sum(Sum[23]), .Cout(carry[23]));
    FullAdder FA24 (.A(A[24]), .B(B[24]), .Cin(carry[23]),  .Sum(Sum[24]), .Cout(carry[24]));
    FullAdder FA25 (.A(A[25]), .B(B[25]), .Cin(carry[24]),  .Sum(Sum[25]), .Cout(carry[25]));
    FullAdder FA26 (.A(A[26]), .B(B[26]), .Cin(carry[25]),  .Sum(Sum[26]), .Cout(carry[26]));
    FullAdder FA27 (.A(A[27]), .B(B[27]), .Cin(carry[26]),  .Sum(Sum[27]), .Cout(carry[27]));
    FullAdder FA28 (.A(A[28]), .B(B[28]), .Cin(carry[27]),  .Sum(Sum[28]), .Cout(carry[28]));
    FullAdder FA29 (.A(A[29]), .B(B[29]), .Cin(carry[28]),  .Sum(Sum[29]), .Cout(carry[29]));
    FullAdder FA30 (.A(A[30]), .B(B[30]), .Cin(carry[29]),  .Sum(Sum[30]), .Cout(carry[30]));
    FullAdder FA31 (.A(A[31]), .B(B[31]), .Cin(carry[30]),  .Sum(Sum[31]), .Cout(carry[31]));
endmodule
module FullAdder (
    input A, B, Cin,
    output Sum, Cout
);
    assign Sum = A ^ B ^ Cin;
    assign Cout = (A & B) | (Cin & (A ^ B));
endmodule
module FullSubtractor (
    input A, B, Bin,
    output D, Bout
);
    assign D = A ^ B ^ Bin;
    assign Bout = (~A & B) | (Bin & ~A) | (Bin & B);
endmodule
module Multiplier16 (
    input [15:0] A,           
    input [15:0] B,           
    output [31:0] Product     
);
    wire [31:0] pp[15:0];     
    assign pp[0]  = {16'b0, A} & {32{B[0]}};
    assign pp[1]  = {15'b0, A, 1'b0} & {32{B[1]}};
    assign pp[2]  = {14'b0, A, 2'b0} & {32{B[2]}};
    assign pp[3]  = {13'b0, A, 3'b0} & {32{B[3]}};
    assign pp[4]  = {12'b0, A, 4'b0} & {32{B[4]}};
    assign pp[5]  = {11'b0, A, 5'b0} & {32{B[5]}};
    assign pp[6]  = {10'b0, A, 6'b0} & {32{B[6]}};
    assign pp[7]  = {9'b0, A, 7'b0} & {32{B[7]}};
    assign pp[8]  = {8'b0, A, 8'b0} & {32{B[8]}};
    assign pp[9]  = {7'b0, A, 9'b0} & {32{B[9]}};
    assign pp[10] = {6'b0, A, 10'b0} & {32{B[10]}};
    assign pp[11] = {5'b0, A, 11'b0} & {32{B[11]}};
    assign pp[12] = {4'b0, A, 12'b0} & {32{B[12]}};
    assign pp[13] = {3'b0, A, 13'b0} & {32{B[13]}};
    assign pp[14] = {2'b0, A, 14'b0} & {32{B[14]}};
    assign pp[15] = {1'b0, A, 15'b0} & {32{B[15]}};
    wire [31:0] sum_stage1[7:0];
    wire [31:0] sum_stage2[3:0];
    wire [31:0] sum_stage3[1:0];
    wire [31:0] final_sum;
    wire carry;
    Adder32 add1_0 (.A(pp[0]),  .B(pp[1]),  .Sum(sum_stage1[0]));
    Adder32 add1_1 (.A(pp[2]),  .B(pp[3]),  .Sum(sum_stage1[1]));
    Adder32 add1_2 (.A(pp[4]),  .B(pp[5]),  .Sum(sum_stage1[2]));
    Adder32 add1_3 (.A(pp[6]),  .B(pp[7]),  .Sum(sum_stage1[3]));
    Adder32 add1_4 (.A(pp[8]),  .B(pp[9]),  .Sum(sum_stage1[4]));
    Adder32 add1_5 (.A(pp[10]), .B(pp[11]), .Sum(sum_stage1[5]));
    Adder32 add1_6 (.A(pp[12]), .B(pp[13]), .Sum(sum_stage1[6]));
    Adder32 add1_7 (.A(pp[14]), .B(pp[15]), .Sum(sum_stage1[7]));
    Adder32 add2_0 (.A(sum_stage1[0]), .B(sum_stage1[1]), .Sum(sum_stage2[0]));
    Adder32 add2_1 (.A(sum_stage1[2]), .B(sum_stage1[3]), .Sum(sum_stage2[1]));
    Adder32 add2_2 (.A(sum_stage1[4]), .B(sum_stage1[5]), .Sum(sum_stage2[2]));
    Adder32 add2_3 (.A(sum_stage1[6]), .B(sum_stage1[7]), .Sum(sum_stage2[3]));
    Adder32 add3_0 (.A(sum_stage2[0]), .B(sum_stage2[1]), .Sum(sum_stage3[0]));
    Adder32 add3_1 (.A(sum_stage2[2]), .B(sum_stage2[3]), .Sum(sum_stage3[1]));
    Adder32 add_final (.A(sum_stage3[0]), .B(sum_stage3[1]), .Sum(final_sum));
    assign Product = final_sum;
endmodule
module SubtractionAndSquare (
    input [15:0] A,
    input [15:0] B,
    output [31:0] square
);
    wire [15:0] diff;
    wire [15:0] abs_diff;
    Subtractor16 subtractor (.A(A), .B(B), .Diff(diff));
    assign abs_diff = (diff[15] == 1) ? (~diff + 1) : diff;
    Multiplier16 mult (.A(abs_diff), .B(abs_diff), .Product(square));
endmodule
module Subtractor16 (
    input [15:0] A,              
    input [15:0] B,              
    output [15:0] Diff           
);
    wire [15:0] borrow;          
    FullSubtractor FS0  (.A(A[0]),  .B(B[0]),  .Bin(1'b0),       .D(Diff[0]), .Bout(borrow[0]));
    FullSubtractor FS1  (.A(A[1]),  .B(B[1]),  .Bin(borrow[0]),  .D(Diff[1]), .Bout(borrow[1]));
    FullSubtractor FS2  (.A(A[2]),  .B(B[2]),  .Bin(borrow[1]),  .D(Diff[2]), .Bout(borrow[2]));
    FullSubtractor FS3  (.A(A[3]),  .B(B[3]),  .Bin(borrow[2]),  .D(Diff[3]), .Bout(borrow[3]));
    FullSubtractor FS4  (.A(A[4]),  .B(B[4]),  .Bin(borrow[3]),  .D(Diff[4]), .Bout(borrow[4]));
    FullSubtractor FS5  (.A(A[5]),  .B(B[5]),  .Bin(borrow[4]),  .D(Diff[5]), .Bout(borrow[5]));
    FullSubtractor FS6  (.A(A[6]),  .B(B[6]),  .Bin(borrow[5]),  .D(Diff[6]), .Bout(borrow[6]));
    FullSubtractor FS7  (.A(A[7]),  .B(B[7]),  .Bin(borrow[6]),  .D(Diff[7]), .Bout(borrow[7]));
    FullSubtractor FS8  (.A(A[8]),  .B(B[8]),  .Bin(borrow[7]),  .D(Diff[8]), .Bout(borrow[8]));
    FullSubtractor FS9  (.A(A[9]),  .B(B[9]),  .Bin(borrow[8]),  .D(Diff[9]), .Bout(borrow[9]));
    FullSubtractor FS10 (.A(A[10]), .B(B[10]), .Bin(borrow[9]),  .D(Diff[10]), .Bout(borrow[10]));
    FullSubtractor FS11 (.A(A[11]), .B(B[11]), .Bin(borrow[10]), .D(Diff[11]), .Bout(borrow[11]));
    FullSubtractor FS12 (.A(A[12]), .B(B[12]), .Bin(borrow[11]), .D(Diff[12]), .Bout(borrow[12]));
    FullSubtractor FS13 (.A(A[13]), .B(B[13]), .Bin(borrow[12]), .D(Diff[13]), .Bout(borrow[13]));
    FullSubtractor FS14 (.A(A[14]), .B(B[14]), .Bin(borrow[13]), .D(Diff[14]), .Bout(borrow[14]));
    FullSubtractor FS15 (.A(A[15]), .B(B[15]), .Bin(borrow[14]), .D(Diff[15]), .Bout());
endmodule
</file>
<file path="/design/flow/run.sh">
#!/bin/bash
# OpenROAD 26Q1-2900-gdf79404cd8, Yosys 0.63+post, stock flow scripts
make -C /OpenROAD-flow-scripts/flow DESIGN_CONFIG=/design/flow/config.mk WORK_HOME=/design/flow/orfs finish
</file>
==> impl_metrics.prom <==
# HELP chip_impl_metric Implementation results
# TYPE chip_impl_metric gauge
chip_impl_info{name="outcome",value="completed"} 1
chip_impl_info{name="mostFrequentLayoutCell",value="fa_1"} 1
chip_impl_metric{name="synthesis.area",unit="mm2"} 0.00707
chip_impl_metric{name="n_antenna_cell",unit=""} 0
chip_impl_metric{name="arr_time_crit_path",unit="ns"} 23.33
chip_impl_metric{name="postRouteWirelength",unit="um"} 12300
chip_impl_metric{name="detail_route.wl_per_cell",unit="um"} 13.0
chip_impl_info{name="crit_path_start",value="A[0]"} 1
chip_impl_metric{name="log.warning_count",unit=""} 41
chip_impl_info{name="cp_common_cell",value="fa_2"} 1
chip_impl_metric{name="grt_antenna_before_repair",unit=""} 0
chip_impl_metric{name="filler_cell_count",unit=""} 1556
chip_impl_metric{name="synth.yosys.chip_area",unit="mm2"} 0.00707
chip_impl_metric{name="design.portCount",unit=""} 64
chip_impl_metric{name="grt_pass1_vias",unit=""} 4788
chip_impl_metric{name="die_area",unit="mm2"} 0.0182
chip_impl_metric{name="cpPeakStageDelay",unit="ns"} 0.57
chip_impl_metric{name="met3_usage",unit="%"} 1.92
chip_impl_metric{name="synth.lib_cells_used.distinct",unit=""} 34
chip_impl_info{name="setup_repair_after_global_routing_missed_its_margin",value="true"} 1
chip_impl_metric{name="dpl.hpwl",unit="um"} 11100
chip_impl_metric{name="global_route.usage.met1",unit="%"} 26.7
chip_impl_metric{name="post-route-period-util",unit="%"} 98.8
chip_impl_metric{name="achievable-frequency",unit="GHz"} 0.0342
chip_impl_info{name="worst_setup_path_endpoint",value="square[31]"} 1
chip_impl_metric{name="timing.setup.tns",unit="ns"} 0
chip_impl_metric{name="finalSetupViolCount",unit=""} 0
chip_impl_metric{name="via_count_normalized_by_instance_count",unit=""} 4.54
chip_impl_metric{name="tightest_slew",unit="ns"} 0.732
chip_impl_metric{name="num-clock-buffers",unit=""} 0
chip_impl_metric{name="timing.final.max_slew_violations",unit=""} 0
chip_impl_info{name="end_kind",value="output port"} 1
chip_impl_metric{name="drt_drc_violations_left",unit=""} 0
chip_impl_metric{name="synthCells",unit=""} 670
chip_impl_metric{name="synthDominantCellAreaShare",unit="%"} 63.4
chip_impl_info{name="path_class",value="in -> out"} 1
chip_impl_metric{name="chipWidth",unit="um"} 135
chip_impl_metric{name="postCtsHoldBufs",unit=""} 0
chip_impl_metric{name="layout-area-overhead-vs-synth",unit="%"} 15.8
chip_impl_metric{name="sequential_cell_total",unit=""} 0
chip_impl_metric{name="vias",unit=""} 4291
chip_impl_metric{name="gp_routability_congestion",unit=""} 0.855
chip_impl_metric{name="min_period",unit="ns"} 29.25
chip_impl_metric{name="synth.yosys.warnings",unit=""} 1
chip_impl_metric{name="cp.required",unit="ns"} 23.68
chip_impl_info{name="most-common-layout-cells",value="168 x fa_1, 125 x inv_1, 94 x nand2_1, 57 x clkdlybuf4s50_1, 56 x fa_2"} 1
chip_impl_metric{name="global_route.usage.total",unit="%"} 16.0
chip_impl_metric{name="grt_max_degree",unit=""} 26
chip_impl_metric{name="globalRouteOverflowTotal",unit=""} 0
chip_impl_metric{name="final_hold_viols",unit=""} 0
chip_impl_metric{name="first_pass_grt_wire_length",unit="um"} 21900
chip_impl_info{name="worst_hold_path_type",value="in -> out"} 1
chip_impl_info{name="post_synth_main_area_contributors",value="fa_1 63%, ha_1 7.4%, inv_1 7.2%"} 1
chip_impl_metric{name="area.sequential",unit="um2"} 0
chip_impl_info{name="slowest_stage",value="fa_2"} 1
chip_impl_metric{name="drt_first_iter_violations",unit=""} 138
chip_impl_metric{name="number_of_maximum_capacitance_violations",unit=""} 0
chip_impl_metric{name="die.size.y",unit="um"} 135
chip_impl_metric{name="stdcell_area",unit="mm2"} 0.00819
chip_impl_metric{name="yosys-stat-cells",unit=""} 670
chip_impl_info{name="crit_path_start_kind",value="input pin"} 1
chip_impl_metric{name="coreArea",unit="mm2"} 0.0173
chip_impl_metric{name="preCtsSetupSlack",unit="ns"} -1.24
chip_impl_metric{name="standard_cell_rows",unit=""} 48
chip_impl_metric{name="portBuffers",unit=""} 63
chip_impl_metric{name="firstDrtPassIters",unit=""} 4
chip_impl_metric{name="gr-usage-met2",unit="%"} 25.6
chip_impl_metric{name="path_max_fanout",unit=""} 3
chip_impl_info{name="top_usage_layer",value="met1"} 1
chip_impl_info{name="largest_area_cell",value="fa_1"} 1
chip_impl_metric{name="postLayoutSetupSlackWorst",unit="ns"} 0.351
chip_impl_metric{name="drive_above_1_share",unit="%"} 18.6
chip_impl_metric{name="ant_nets",unit=""} 0
chip_impl_metric{name="fp_util",unit="%"} 40.9
chip_impl_metric{name="yosys.stat.seqShare",unit="%"} 0
chip_impl_metric{name="synth_area_per_cell",unit="um2"} 10.6
chip_impl_metric{name="post_dp_cell_area",unit="mm2"} 0.00795
chip_impl_metric{name="slew-limit-headroom",unit="%"} 51.1
chip_impl_metric{name="post-cts-setup-buffer-count",unit=""} 0
## layer usage
| layer | vias up | routed length [um] |
|---|---|---|
| li1 | 1981 | - |
| met1 | 2234 | 5540 |
| met2 | 70 | 6240 |
| met3 | 6 | 441 |
| met4 | 0 | 65 |
| met5 | - | 0 |
## what timing repair did
item                                    in CTS  in global routing
endpoints found under the setup margin       7                  4
pin swaps                                   28                 14
endpoints found under the hold margin        0                  0
gates resized                               66                 15
## worst min path at each step
| stage | to | slack, ns | cells after the start | from |
|---|---|---|---|---|
| 5_1_grt | square[3] | 12.87 | 6 | B[0] |
| 6_report | square[3] | 12.83 | 6 | B[0] |
| 4_1_cts | square[3] | 13.03 | 6 | B[0] |
## metrics by stage
step / utilization (%) / cells / hold WS [ns]
3_3_place_gp: 46.0 / 945 / 13.26
6_report: 47.3 / 945 / 12.83
4_1_cts: 47.1 / 945 / 13.03
5_1_grt: 47.3 / 945 / 12.87
2_1_floorplan: - / 686 / 12.22
3_5_place_dp: 46.0 / 945 / 13.26
## final cells by class
| type | instances | area (um2) | area share, % |
|---|---|---|---|
| tap | 225 | 282 | 3.44 |
| timing repair buffer | 90 | 832 | 10.2 |
| multi-input combinational | 493 | 6560 | 80.1 |
| inverter | 137 | 517 | 6.31 |
## worst max-delay path, delay by kind of cell
family                   cells  cell delay [ns]
AND-OR/OR-AND                2             0.24
XOR/XNOR                     5             0.83
adder cells (fa/ha/maj)     47            15.63
buffers and inverters       10             0.60
AND/OR/NAND/NOR              1             0.08
## synthesized netlist by cell type, drive strengths merged
library cell,instances
or3,2
buf,49
a31oi,2
inv,137
nor2,17
ha,42
and2,35
or4,2
clkbuf,7
nand2,104
conb,2
nand2b,2
a21oi,8
xor3,1
o31ai,1
fa,224
mux2i,5
o21ai,2
nor4,2
xnor2,7
xor2,13
nor3,4
or2b,1
a41oi,1
## logic make-up (layout without fill, tap and decap cells)
kind of cell	after synthesis	after routing	synth area share [%]
other	2	18	0.106
multiplexers	5	5	0.708
buffers and inverters	193	227	12.5
AND-OR/OR-AND	14	14	1.31
adder cells (fa/ha/maj)	266	266	70.9
XOR/XNOR	21	21	3.03
AND/OR/NAND/NOR	169	169	11.4
