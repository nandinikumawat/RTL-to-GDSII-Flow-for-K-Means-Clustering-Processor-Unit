===== ./config.mk =====
export PLATFORM = sky130hd
export DESIGN_NAME = LTA_Unit_Gate
export DESIGN_NICKNAME = LTA_Unit_Gate
export VERILOG_FILES = /design/flow/design.v
export SDC_FILE = /design/flow/constraint.sdc
export NUM_CORES = 4
export LEC_CHECK = 1
export CORE_AREA = 10 10 101 101
export DIE_AREA = 0 0 111 111

===== ./design.v =====
module Comparator (
    input [31:0] A, B,
    output comp_out
);
    assign comp_out = (A > B);   
endmodule
module LTA_Unit_Gate (
    input [31:0] dist1, dist2, dist3,
    output [1:0] cluster_addr
);
    wire comp1_2, comp1_3, comp2_3;
    wire [1:0] mux_out1, mux_out2;
    Comparator comp1 (.A(dist1), .B(dist2), .comp_out(comp1_2));
    Comparator comp2 (.A(dist1), .B(dist3), .comp_out(comp1_3));
    Comparator comp3 (.A(dist2), .B(dist3), .comp_out(comp2_3));
    Mux2to1 #(2) mux1 (
        .in0(2'b00),           
        .in1(2'b01),           
        .sel(comp1_2),         
        .out(mux_out1)
    );
    Mux2to1 #(2) mux2 (
        .in0(2'b00),           
        .in1(2'b10),           
        .sel(comp1_3),         
        .out(mux_out2)
    );
    Mux2to1 #(2) mux_final (
        .in0(mux_out1),        
        .in1(2'b10),           
        .sel(comp2_3),         
        .out(cluster_addr)
    );
endmodule
module Mux2to1 #(parameter WIDTH = 32) (
    input [WIDTH-1:0] in0, in1,
    input sel,
    output [WIDTH-1:0] out
);
    assign out = sel ? in1 : in0;
endmodule

===== ./run.sh =====
#!/bin/bash
# OpenROAD 26Q1-2900-gdf79404cd8, Yosys 0.63+post, stock flow scripts
make -C /OpenROAD-flow-scripts/flow DESIGN_CONFIG=/design/flow/config.mk WORK_HOME=/design/flow/orfs finish

===== ./constraint.sdc =====
current_design LTA_Unit_Gate

set clk_period 3.8
set clk_io_pct 0.2

create_clock -name clk0 -period $clk_period

set non_clock_inputs [all_inputs -no_clocks]
set_input_delay [expr $clk_period * $clk_io_pct] -clock clk0 $non_clock_inputs
set_output_delay [expr $clk_period * $clk_io_pct] -clock clk0 [all_outputs]

==> results.txt <==
flow finished, numbers: number of max-cap violations 0, Yosys cell types 24, routed vias about 1800, Setup Viol. Count Final 0, input/output buffers 98, crit path DRT 3.04 ns, Cells after Synth between 200 and 250, ratio of cells with drive above 1 in the final layout 4.72%, Setup crit end kind output pin, Syn. warnings 0, relative slew slack 77.4%, Initial DRC Count between 40 and 50, critical path startpoint category primary input, fin. max-slew vios 0, Synth top cells by count 66 x inv_1, 64 x ha_1, 30 x a21oi_1, Critical Path Fanout Max 3, number of clock-tree buffers in the layout 0, drc violations 0, mean number of vias per cell ~4.2, gr usage total 8.13%, PwrDens between 90 and 100 nW/um^2, placer congestion estimate 0.839, cell area after synthesis ~1600 sq um, static leakage 1.47 nW, placed wire-length estimate 5080 um, Seq/Total Area, Yosys 0%, post-layout minimum cycle time 3.65 ns, grt ovf 0, vias in the first global route ~1800, RSZ-0062 raised after global routing no, HP Class in -> out, top-area cell type share of the netlist area roughly 49%, number of OpenROAD warnings 32, Cell area leaders ha_1 49%, inv_1 15%, a21oi_1 9.3%, nand4_1 3.9%, nand2_1 3.2%, synthesis area per yosys about 1600 sq um, Core ar. roughly 8000 sq um, area leader, netlist ha_1, ys cells approximately 230, WL per Instance roughly 12 um, fp_density about 20%, # hold bufs at CTS 0, initial antenna violation count 0, placed cell area between 2000 and 3000 sq um, post-route antenna net violation count 0, cycle use final around 96%, Setup TNS Final 0 ns, Fillers about 840, Peak VDD IR 0.0000319 V, first-pass GRT wire length around 8600 um, antenna cells 0, register area 0 sq um, Die W 111 um, CP arrival roughly 2.9 ns, final tally of hold violations 0, io pins between 90 and 100, status finished clean, chip area 12300 sq um, WS Path Type in -> out, post-synthesis area per instance 7.04 sq um, largest net degree at the start of global routing 4, die height 111 um, worst slew pin tran approximately 0.34 ns, number of rows created at floorplan 33, Design Area, Final about 2800 sq um, final wirelength 5320 um, Area growth syn-to-layout 75.8%, fmax 0.274 GHz, Synth top cell by count inv_1, Flops 0, Pre-antenna DRT Iters 4
==> logic make-up after synthesis <==
group           share of synthesized area, %
buf+inv                                 15.3
fa+ha+maj                               49.4
compound gates                          19.6
simple gates                            15.7
==> worst max-delay path, stage by stage <==
cell and delay (ns):
clkdlybuf4s50_1 0.45, inv_1 0.04, ha_1 0.30, nand4_1 0.24
nor4_2 0.34, buf_4 0.15, and2_1 0.11, o22ai_1 0.08
a211oi_1 0.17, dlygate4sd2_1 0.25
==> where the power goes <==
group | internal, mW | switching, mW | total, mW
clock | 0 | 0 | 0
combinational | 0.167 | 0.108 | 0.275
sequential | 0 | 0 | 0
==> stage by stage <==
stage	hold WS [ns]	util [%]	power (mW)	std cells	setup WS, ns
floorplan	1.85	-	0.120	230	1.11
global placement	2.92	34.5	0.271	443	-0.149
detailed placement	2.93	34.5	0.274	443	-0.204
CTS	2.74	34.8	0.278	444	0.000698
global route	2.60	35.0	0.313	444	0.00491
finish	2.54	35.0	0.275	444	0.154
==> what timing repair did <==
| action | CTS | global route |
|---|---|---|
| hold endpoints to repair | 0 | 0 |
| pin swaps | 3 | 1 |
| resized | 6 | 2 |
| setup endpoints to repair | 2 | 1 |
| setup buffers | 1 | 0 |
==> worst paths after layout <==
kind | start | to | slack [ns] | depth (start not counted)
worst max-delay path | dist3[11] | cluster_addr[0] | 0.15 | 10
worst min-delay path | dist3[15] | cluster_addr[1] | 2.54 | 7
==> routing by layer <==
layer / vias up / GRT usage (%) / wire, um / share of wire, %
met1: 787 / 10.8 / 2500 / 47
li1: 1021 / - / - / -
met2: 38 / 14.4 / 2620 / 49
met5: - / 0 / 0 / 0
met3: 0 / 0.985 / 201 / 3.8
met4: 0 / 0 / 0 / 0
==> placed cells by master (no fill, tap or decap), types with 3 or more instances in the layout <==
cell type	n
clkdlybuf4s50_1	96
inv_1	66
ha_1	64
a21oi_1	30
nand2_1	14
buf_4	11
nand4_1	10
o21ai_0	7
nor2_1	5
and4_1	3
nand3_1	3
o21a_1	3
nor2b_1	3
o211ai_1	3
==> area by class of cell <==
cell class	count	area, sq um	area share, %
Tap cell	105	131	4.61
Timing Repair Buffer	109	1060	37.4
Inverter	66	248	8.70
Multi-Input combinational cell	164	1400	49.3
Power and IR drop assume default switching activity.
